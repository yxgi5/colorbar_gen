==> ./design.v <==
module colorbar_gen #(
    parameter h_active      = 'd1920     ,
    parameter h_total       = 'd2200     ,
    parameter v_active      = 'd1080     ,
    parameter v_total       = 'd1125     ,
    parameter H_FRONT_PORCH =   'd88     ,
    parameter H_SYNCH       =   'd44     ,
    parameter H_BACK_PORCH  =  'd148     ,
    parameter V_FRONT_PORCH =    'd4     ,
    parameter V_SYNCH       =    'd5     ,
    parameter mode          =     0              
)
( 
    input                         rstn       , 
    input                         clk        , 
    output         reg            fv         , 
    output         reg            lv         , 
	output  [35:0]                data       ,
	output         reg            de         ,
    output         reg            vsync      ,
    output         reg            hsync      
);
reg [11:0] pixcnt; 
reg [11:0] linecnt;
reg [10:0] fv_cnt;
reg [11:0] color_cntr;	
reg        q_fv;
reg [7:0]  rstn_cnt;
reg [11:0] ative_line_cnt;
always @(posedge clk or negedge rstn) 
if (!rstn) 
	 rstn_cnt <= 0;
else
	 rstn_cnt <= rstn_cnt[7] ? rstn_cnt : rstn_cnt+1;
always @(posedge clk or negedge rstn_cnt[7]) 
begin 
    if (!rstn_cnt[7]) 
    begin 
		fv_cnt    <= 0;  
		pixcnt    <= 12'd0; 
		linecnt   <= 12'd0;
		lv        <= 1'b0;  
		fv        <= 1'b0;  
		q_fv      <= 0;                                    
		hsync     <= 0;
		vsync     <= 0;         
    end
    else 
	begin 
		fv_cnt    <= (fv_cnt==11'h7FF)  ? 11'h7FF  : fv_cnt+ (~fv&q_fv);
		pixcnt    <= (pixcnt<h_total-1) ? pixcnt+1 : 0;  
		linecnt   <= (linecnt==v_total-1 && pixcnt ==h_total-1)  ? 0         :  
				   (linecnt< v_total-1 && pixcnt ==h_total-1)  ? linecnt+1 : linecnt; 
		lv        <= (pixcnt>12'd0)   & (pixcnt<=h_active) & (linecnt> 0 & linecnt<=v_active); 
		fv        <= (linecnt>=12'd0) & (linecnt<=v_active+1);
		q_fv      <= fv; 
		de        <= (pixcnt > 12'd0) & (pixcnt <= h_active) & ((linecnt > 0) & (linecnt <= v_active));
		hsync     <= (pixcnt>h_active+H_FRONT_PORCH)   & (pixcnt<=h_active+H_FRONT_PORCH+H_SYNCH); 
		vsync     <= (linecnt>=v_active+V_FRONT_PORCH) & (linecnt<v_active+V_FRONT_PORCH+V_SYNCH);       	   
    end 
end 		 
always @(posedge clk or negedge rstn_cnt[7])
if(!rstn_cnt[7])
	 color_cntr <= 0;
else
	 color_cntr <= lv ? color_cntr+1 : 0;
always @(posedge clk or negedge rstn_cnt[7])
if(!rstn_cnt[7])
	 ative_line_cnt <= 0;
else
	 ative_line_cnt <= fv ? (pixcnt ==h_total-1)?ative_line_cnt+1: ative_line_cnt : 0;
reg [35:0] pix_rgb;
always @(posedge clk or negedge rstn_cnt[7])
begin
	if(!rstn_cnt[7])
	begin
		pix_rgb  <= 36'b0;
	end
	else
	begin
		if((color_cntr%480)<160)
		begin
			pix_rgb <= {12'hF_FF, 12'h00, 12'h00} ;
		end
		else if((color_cntr%480)<320)
		begin
			pix_rgb <= {12'h00, 12'hF_FF, 12'h00} ;
		end
		else
		begin
			pix_rgb <= {12'h00, 12'h00, 12'hF_FF} ;
		end
	end
end
assign data = pix_rgb;
endmodule
==> ./run.sh <==
#!/bin/bash
# OpenROAD 26Q1-2900-gdf79404cd8, Yosys 0.63+post, stock flow scripts
make -C /OpenROAD-flow-scripts/flow DESIGN_CONFIG=/design/flow/config.mk WORK_HOME=/design/flow/orfs finish
==> ./config.mk <==
export PLATFORM = sky130hd
export DESIGN_NAME = colorbar_gen
export DESIGN_NICKNAME = colorbar_gen
export VERILOG_FILES = /design/flow/design.v
export SDC_FILE = /design/flow/constraint.sdc
export NUM_CORES = 4
export LEC_CHECK = 1
export CORE_UTILIZATION = 40
==> ./constraint.sdc <==
current_design colorbar_gen

set clk_period 3.0
set clk_io_pct 0.2

create_clock -name clk0 -period $clk_period [get_ports {clk}]

set non_clock_inputs [all_inputs -no_clocks]
set_input_delay [expr $clk_period * $clk_io_pct] -clock clk0 $non_clock_inputs
set_output_delay [expr $clk_period * $clk_io_pct] -clock clk0 [all_outputs]
==> flow_summary.ini <==
; yosys + openroad results
[run_status]
status = complete, no violations

[clock_network]
numCtsBuffers = 5
cts.path.max_buffers = 2
cts_hold_buf = 0
clock_latency_ps = 300
ctsResizeCount = 0
cts_sinks = 52
clkTransAtPathRegs_ps = 90
cts_htree_levels = 2
root_buffer = clkbuf_8
cts_tree = built
post-cts-setup-buffers = 0

[grt]
grt_pass1_vias = 2033
grt_pass1_wl_microns = 9450
antenna_found_initial = 0
overflow = 0
grt_max_degree = 36
gr-usage-all-layers_pct = 13.8

[placed_design]
dp.final_hpwl_microns = 4020
gp_congestion = 0.841
port-buffer-count = 42

[detailed_routing]
drtAntennaViolNets = 0
n_antenna_cell = 0
drt_first_pass_iters = 4
postRouteWirelength_microns = 5670
drc = 0
detail_route.wl_per_cell_microns = 12.5
dr.first_iter.drc_count = 109
vias = 2321
viasPerCell = 5.10

[logic_synthesis]
ys.flops = 52
yosys_most_used_dff = dfrtp_1
yosysUniqueCellTypes = 63
yosysCellCount = 351
ys_chip_area_sq_um = 3270
ys_seq_share_pct = 40.0
ys_warn_count = 1
mappedNetlistArea_sq_um = 3270
ys_async_sr_fraction_pct = 98.1
avgSynthCellArea_sq_um = 9.31
edf_count = 1
synthCells = 351

[die]
coreArea_sq_um = 7810
num_rows = 32
fp.dieW_microns = 92.4
die_h_microns = 92.4
chip_area_sq_um = 8530
io_pins = 43
initial_core_util_pct = 41.8

[final_timing]
hold_violations = 0
period_used_pct = 91.0
relSlewSlack_pct = 58.5
fmax_mhz = 366
min_period_ps = 2730
setup_viol = 0
slew_violations = 0
fin_worst_skew_ps = 4.09
finalSetupTns_ps = 0
hold_slack_ps = 162
tightestPinTransition_ps = 621
rsz0062_at_grt = false

[min_path]
hold_class = flip-flop to async pin

[worst_setup_path]
critPathArrivalTime_ps = 2920
cp-end-kind = flip-flop
path_class = flip-flop to flip-flop
critPathMaxFanout = 12
cp.required_ps = 3190
cp-start-kind = flip-flop

[final_layout]
drive_gt1_share_pct = 8.22
synthToLayoutAreaGrowth_pct = 10.6
lay_top_cells = dfrtp_1 (50), clkdlybuf4s50_1 (42), nor2_1 (36)
fillers = 723
layout_top_cell = dfrtp_1

[flow_run]
max_cap_violations = 0
warning_count = 30

[pwr]
p_per_area_nw_per_um2 = 341
max-vdd-ir-drop_mv = 0.266
p_leak_uw = 0.00160
==> registers in the layout (all words and copies together) (netlist names) <==
signal / cells
color_cntr: 12
linecnt: 12
pixcnt: 12
rstn_cnt: 8
pix_rgb: 3
de: 1
fv: 1
hsync: 1
lv: 1
vsync: 1
==> Yosys cell counts (2+ instances only) <==
| cell | n | share of area, % |
|---|---|---|
| nor4_1 | 2 | 0.38 |
| nor3_1 | 8 | 1.2 |
| mux2_2 | 5 | 1.7 |
| o211ai_1 | 2 | 0.46 |
| nor2b_1 | 5 | 0.96 |
| a31oi_1 | 5 | 0.96 |
| a21oi_1 | 9 | 1.4 |
| o21ai_0 | 7 | 1.1 |
| xnor2_1 | 18 | 4.8 |
| dfrtp_1 | 51 | 39 |
| or3_1 | 7 | 1.3 |
| inv_1 | 13 | 1.5 |
| mux2i_1 | 2 | 0.61 |
| nand3_1 | 18 | 2.8 |
| nor2_1 | 36 | 4.1 |
| buf_6 | 3 | 1.0 |
| buf_4 | 34 | 7.8 |
| nand2b_1 | 2 | 0.38 |
| o21bai_1 | 2 | 0.46 |
| and3_1 | 4 | 0.77 |
| clkbuf_1 | 9 | 1.0 |
| ha_1 | 9 | 3.4 |
| buf_2 | 3 | 0.46 |
| nand4_1 | 8 | 1.5 |
| and2_1 | 9 | 1.7 |
| xor2_1 | 14 | 3.8 |
| nor3b_1 | 2 | 0.46 |
| a21boi_0 | 4 | 0.92 |
| nand2_1 | 26 | 3.0 |
==> logic make-up after synthesis <==
logic type	share of synthesized area, %
compound gates	11.3
fa+ha+maj	3.79
flops	40.0
xor+xnor	8.58
buf+inv	12.0
mux	2.34
simple gates	22.1
==> through the flow <==
step / total power, uW / setup WS [ps] / utilization [%] / cell area (sq um) / std cells
floorplan: 717 / 578 / - / 3270 / 351
global placement: 720 / 352 / 44.7 / 3490 / 447
detailed placement: 720 / 324 / 44.7 / 3490 / 447
CTS: 1250 / 298 / 46.3 / 3610 / 455
global route: 1280 / 59.5 / 46.3 / 3610 / 455
finish: 1230 / 271 / 46.3 / 3610 / 455
==> worst max-delay path, cell delays in order (launching register included) <==
cell and delay [ps]:
dfrtp_1 550, and3_1 320, ha_1 230, nand3_1 90
a21oi_1 410, o221a_2 270, o211a_1 180, mux2_2 360
a31oi_4 160, nor2_1 70
==> worst paths after layout <==
kind | startpoint | endpoint | slack, ps | depth (start not counted)
max | color_cntr[8] | pix_rgb[23] | 270 | 9
min | rstn_cnt[7] | pixcnt[10] | 160 | 0
max reg2reg | color_cntr[8] | pix_rgb[23] | 270 | 9
min reg2reg | rstn_cnt[7] | pixcnt[10] | 160 | 0
max in group asynchronous | rstn_cnt[7] | pixcnt[5] | 2090 | 1
min in group clk0 | rstn_cnt[6] | rstn_cnt[6] | 480 | 1
==> metal layers <==
layer | wire [microns] | up-vias | GRT usage (%)
met1 | 2750 | 1099 | 21.8
met4 | 85 | 0 | 1.82
met3 | 184 | 7 | 2.01
met2 | 2640 | 46 | 21.3
li1 | - | 1169 | -
met5 | 0 | - | 0
==> layout make-up <==
class	instances	area, sq um	share of cell area (%)
clock buffers	7	96.3	2.67
clock inverters	1	30.0	0.831
inverters	13	48.8	1.35
multi-input cells	236	1570	43.4
flip-flops and latches	52	1310	36.2
well taps	102	128	3.53
repair buffers	44	435	12.0
==> power breakdown <==
part	switching, uW	internal [uW]	leakage, uW
registers	0	702	0.000687
logic	1.87	1.15	0.000845
clock network	231	295	0.0000645
Power and IR drop assume default switching activity.
